### flow/design.v
module frequencyDivider #(
	parameter frequencyClock=50000000,
	parameter baudRate=100
)(
	input clock,
	input reset,
	output txenable1,					 
	output rxenable1					 
);
integer txCountMax=(frequencyClock/baudRate);
integer rxCountMax;
reg txDividedClock;		 
reg rxDividedClock;		 
initial begin
	rxCountMax=(txCountMax/8);	
end
assign txenable1=txDividedClock;
assign rxenable1=rxDividedClock;
integer txCount;
integer rxCount;						
initial begin
	txCount=0;
	rxCount=0;
end
always @ (posedge clock) begin
	if(reset) begin
		txCount=0;
		rxCount=0;
	end
	else begin
		if(txCount<=(txCountMax/2)) begin
			txDividedClock=1'b1;
		end
		else if(txCount>(txCountMax/2)) begin
			txDividedClock=1'b0;
		end
		txCount=txCount+1;
		if(txCount==txCountMax) begin
			txCount=0;
		end
		if(rxCount<=(rxCountMax/2)) begin
			rxDividedClock=1'b1;
		end
		else if(rxCount>(rxCountMax/2)) begin
			rxDividedClock=1'b0;
		end
		rxCount=rxCount+1;
		if(rxCount==rxCountMax) begin
			rxCount=0;
		end
	end
end
endmodule
module receiver(
	input reset,
	input enable,
	input rxDataIn,						 
	output reg [7:0] rxDataOut			 
);
integer count;
integer enableCount;
reg start;
reg stop;
reg startBit;
initial begin
	enableCount=0;
	count=0;
	start=1'b0;
	stop=1'b0;
	startBit=1'b0;
	rxDataOut=8'b00000000;
end
always @ (posedge enable) begin
	if(reset==1'b1) begin
		start=1'b0;
		count=0;
		enableCount=0;
	end
	else begin
		enableCount=enableCount+1;
		if(rxDataIn==1'b0 && stop==1'b0 && start==1'b0) begin
			start=1'b1;
			enableCount=1;
		end
		else if(startBit==1'b0 && start==1'b1) begin
			if(enableCount==8) begin
				startBit=1'b1;
				enableCount=0;
			end
		end
		else if(start==1'b1 && stop==1'b0 && startBit==1'b1) begin
			if(enableCount==4) begin
				if(count==8 && rxDataIn==1'b1) begin
					stop=1'b1;
					count=0;
				end
				if(stop==1'b0) begin
					rxDataOut[count]=rxDataIn;
					count=count+1;
				end
			end
		end
		if(enableCount==8) begin
			enableCount=0;
		end
	end
end
endmodule
module transmitter(
	input reset,
	input enable,
	input transmit, 			 
	input [7:0] txDataIn,	 
	output reg txDataOut,    
	output txOut				 
);
reg start;
reg stop;
integer count;
reg transmitprev;
reg prevEnable;
initial begin
	start=1'b0;
	stop=1'b0;
	txDataOut=1'b1;			 
	count=0;						 
end
assign txOut=txDataOut;
always @ (posedge enable) begin
	if(reset==1'b1) begin
		txDataOut=1'b1;
		start=1'b0;
		count=0;
	end
	else begin
		if(transmit==1'b1 && start==1'b0 && stop==1'b0) begin
			txDataOut=1'b0;		 
			count=0;
			start=1;	
		end	
		else if(start==1'b1 && count<8) begin
			txDataOut=txDataIn[count];
			count=count+1;
		end
		if(start==1'b1 && count==8) begin
			start=0;
			stop=1;
			count=count+1;
		end
		if(count>8) begin
			txDataOut=1'b1;
		end
	end
end	
endmodule
module uart # (
	parameter baudRate=100,
	parameter clockFrequency=50000000
)(
	input clock,             
	input reset,             
	input transmit,			 
	input [7:0] dataIn,      
	output  txenable,			 
	output  rxenable,        
	output [7:0] dataOut,	 
	output txOutData         
);
wire txDataOut;
wire rxDataIn;
assign rxDataIn=txDataOut;
frequencyDivider #(
	.baudRate(baudRate),
	.frequencyClock(clockFrequency)
	)frequencyDivider1 (
	.clock(clock),
	.reset(reset),
	.txenable1(txenable),
	.rxenable1(rxenable)
	);
transmitter tx(
	.enable(txenable),
	.reset(reset),
	.transmit(transmit),
	.txDataIn(dataIn),
	.txDataOut(txDataOut),
	.txOut(txOutData)
);
receiver rx(
	.enable(rxenable),
	.reset(reset),
	.rxDataIn(rxDataIn),
	.rxDataOut(dataOut)
);
endmodule
### flow/run.sh
#!/bin/bash
# OpenROAD 26Q1-2900-gdf79404cd8, Yosys 0.63+post, stock flow scripts
make -C /OpenROAD-flow-scripts/flow DESIGN_CONFIG=/design/flow/config.mk WORK_HOME=/design/flow/orfs finish
### flow/config.mk
export PLATFORM = sky130hd
export DESIGN_NAME = uart
export DESIGN_NICKNAME = uart
export VERILOG_FILES = /design/flow/design.v
export SDC_FILE = /design/flow/constraint.sdc
export NUM_CORES = 4
export LEC_CHECK = 1
export CORE_UTILIZATION = 50
### flow/constraint.sdc
current_design uart

set clk_period 5.8
set clk_io_pct 0.2

create_clock -name clk0 -period $clk_period [get_ports {clock}]

set non_clock_inputs [all_inputs -no_clocks]
set_input_delay [expr $clk_period * $clk_io_pct] -clock clk0 $non_clock_inputs
set_output_delay [expr $clk_period * $clk_io_pct] -clock clk0 [all_outputs]
==> results.json <==
{
  "finalWirelength_um": 24600,
  "clkLatencyLatePin_ps": 320,
  "drc": 0,
  "gp_congestion": 0.951,
  "min_period_ps": 3520,
  "portBuffers": 21,
  "utilization": 0.535,
  "grt_util_all_layers": 0.224,
  "yosys_area_mm2": 0.0112,
  "crit_required_ps": 6000,
  "yosys_cells": 1428,
  "warnings": 30,
  "cts.clk_slew.worst_paths_ps": 50,
  "dieWidth_um": 152,
  "dp.final_hpwl_um": 18100,
  "syn_area_per_cell_um2": 7.83,
  "num_rows": 54,
  "synthToLayoutAreaGrowth_pct": 4.80,
  "layout.cells.most_common_list": "nor2_1 (227), dfxtp_1 (163), nand2_1 (115)",
  "hold_class": "reg -> reg",
  "die-area_mm2": 0.0230,
  "async_flop_share": 0,
  "maxCapViolCount": 0,
  "crit_path_end_kind": "register",
  "via_count": 9642,
  "drt_iter0_markers": 722,
  "ff_type": "dfxtp_1",
  "core_area_mm2": 0.0219,
  "drtPass1Iterations": 7,
  "final_hold_viol_count": 0,
  "grt_pass1_vias": 8278,
  "max_freq_mhz": 284,
  "synth.top_cell.area_share": 0.292,
  "drt-vias-per-instance": 5.80,
  "final_common_cell": "nor2_1",
  "synth_flops": 176,
  "cts_tree": "yes",
  "antenna_found_initial": 0,
  "io_pins": 22,
  "insertedDiodeCount": 0,
  "final_antenna_net_count": 0,
  "finalSetupViolations": 0,
  "worstMarginPinSlew_ps": 920,
  "largest_area_cell": "dfxtp_1",
  "rsz0062_at_grt": "no",
  "fillCellCount": 2066,
  "post_cts_resize_count": 0,
  "r2r_slack_ps": 2280,
  "clk_path_buf_depth": 2,
  "cts_setup_buffers": 0,
  "untimed_endpoints": 128,
  "cts_buffers": 9,
  "ir_worst_vdd_mv": 0.133,
  "arrival_ps": 3720,
  "flop_area_mm2": 0.00365,
  "synth_area_mm2": 0.0112,
  "syn_inst": 1428,
  "slew_viol_final": 0,
  "synth_cell_type_count": 92,
  "seq_area_frac_synth": 0.327,
  "fin_worst_skew_ps": 6.08,
  "grt_pass1_wl_um": 41000,
  "grt_overflow": 0,
  "setup_tns_ps": 0,
  "crit_fanout": 25,
  "cts_hold_buf": 0,
  "comb_area_mm2": 0.00703,
  "clock-root-buffer": "clkbuf_16",
  "grt_max_degree": 76,
  "die_h_um": 152,
  "wl_per_cell_um": 14.8,
  "period_used_share": 0.607,
  "drive_above_1_share": 0.0542,
  "power.leakage_nw": 4.05,
  "p_total_uw": 990,
  "fp_util": 0.511,
  "synth_warnings": 3,
  "unclocked_regs": 110,
  "edf_count": 13,
  "power.density_mw_per_mm2": 84.5,
  "crit_type": "reg -> reg",
  "maxSlewHeadroom": 0.382,
  "area_leaders": "dfxtp_1 (29%), nor2_1 (7.6%), xor2_1 (6.7%), xnor2_1 (4.9%), nand2_1 (3.9%)",
  "status": "finished clean",
  "start_kind": "register",
  "h-tree-depth": 3
}
worst max-delay path, cell delays in order (launching register included):
cell       delay, ps
dfxtp_1          410
ha_1             250
and4_1           310
nor3b_2          380
and2_1           370
and2_0           300
nand3_1          220
nor3_1           180
a21oi_1           60
a2bb2oi_1        150
o41ai_4          340
buf_4            320
nor2_1            80
cells in the mapped netlist (10+ instances only):
cell / n
nor2_1: 227
dfxtp_1: 163
nand2_1: 115
xor2_1: 85
nand3_1: 82
clkbuf_1: 71
xnor2_1: 63
nand4_1: 56
nor3_1: 42
o21ai_0: 41
a21oi_1: 39
nor4_1: 37
inv_1: 32
and3_1: 31
or3_1: 25
and2_1: 24
mux2_2: 16
buf_2: 15
and4_1: 14
edfxtp_1: 13
nor3b_1: 13
o31ai_1: 12
ha_1: 11
mux2i_1: 11
a31oi_1: 10
power breakdown:
group / total, mW / switching, mW / leakage [nW] / internal, mW
Clock: 0.481 / 0.174 / 0.129 / 0.308
Combinational: 0.0432 / 0.0276 / 2.50 / 0.0156
Sequential: 0.465 / 0.00508 / 1.43 / 0.460
Total: 0.990 / 0.207 / 4.05 / 0.783
layout make-up:
type,instances,share of cell area
multi-input cells,1128,0.600
flip-flops and latches,176,0.312
well taps,280,0.0299
repair buffers,33,0.0252
clock buffers,14,0.0225
inverters,32,0.0103
logic make-up after synthesis:
group,count (synthesis),share of synthesized area
xor+xnor,148,0.116
fa+ha+maj,11,0.0123
flops,176,0.327
buf+inv,125,0.0454
mux,30,0.0310
simple gates,745,0.347
other cells,1,0.000336
compound gates,192,0.121
routing by layer:
metal  vias up  track usage  wire length (µm)
met1      4458        0.378             13000
li1       4990            -                 -
met4         0       0.0297               300
met5         -            0                 0
met3        25       0.0183               864
met2       169        0.326             10500
through the flow:
stage	setup WS [ps]	instances	hold WS [ps]	cell area [µm²]
2_1_floorplan	2500	1429	445	11200
3_5_place_dp	2330	1649	479	11400
5_1_grt	1970	1663	518	11700
4_1_cts	2300	1663	489	11700
3_3_place_gp	2420	1649	464	11400
6_report	2280	1663	489	11700
final timing paths:
kind              cells past startpoint                                      end                               startpoint
setup / recovery                     12  frequencyDivider1.txCount[6]$_SDFF_PP0_  frequencyDivider1.txCount[0]$_SDFF_PP0_
hold / removal                        1  frequencyDivider1.rxCount[0]$_SDFF_PP0_  frequencyDivider1.rxCount[0]$_SDFF_PP0_
setup reg to reg                     12  frequencyDivider1.txCount[6]$_SDFF_PP0_  frequencyDivider1.txCount[0]$_SDFF_PP0_
hold reg to reg                       1  frequencyDivider1.rxCount[0]$_SDFF_PP0_  frequencyDivider1.rxCount[0]$_SDFF_PP0_
flip-flops by register name, indices dropped and copies added, names as in the netlist, 8 cells and up:
register	count
rx.rxDataOut	8
tx.count	32
rx.count	32
rx.enableCount	32
frequencyDivider1.rxCount	32
frequencyDivider1.txCount	32
Power and IR drop assume default switching activity.
